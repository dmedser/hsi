==> /design/flow/design.v <==
module m_connector (
	input  [5:0]  tx_state,
	input  [3:0]  d_rdy_src,
	output	     d_rdy_dst,
	input  [31:0] d_src,
	output [7:0]  d_dst
);
assign d_rdy_dst = (tx_state[0]  & d_rdy_src[0]) |
						 (tx_state[1] & d_rdy_src[1]) |
						 (tx_state[2]  & d_rdy_src[0]) |
						 (tx_state[3] & d_rdy_src[0]) |
						 (tx_state[4] & d_rdy_src[2]) |
						 (tx_state[5] & d_rdy_src[3]);
wire[7:0] MASK_D_TM  = tx_state[0]  ? 8'hFF: 0,
			 MASK_D_BTC = tx_state[1] ? 8'hFF: 0,
			 MASK_D_SR  = tx_state[2]  ? 8'hFF: 0,
			 MASK_D_DPR = tx_state[3] ? 8'hFF: 0,
			 MASK_D_CCW = tx_state[4] ? 8'hFF: 0,
			 MASK_D_CRC = tx_state[5] ? 8'hFF: 0;	
assign d_dst = (MASK_D_TM  & d_src[7:0]) |
					(MASK_D_BTC & d_src[15:8]) |
					(MASK_D_SR  & d_src[7:0]) |
					(MASK_D_DPR & d_src[7:0]) |
					(MASK_D_CCW & d_src[23:16]) |
					(MASK_D_CRC & d_src[31:24]);					
endmodule
==> /design/flow/run.sh <==
#!/bin/bash
# OpenROAD 26Q1-2900-gdf79404cd8, Yosys 0.63+post, stock flow scripts
make -C /OpenROAD-flow-scripts/flow DESIGN_CONFIG=/design/flow/config.mk WORK_HOME=/design/flow/orfs finish
==> /design/flow/config.mk <==
export PLATFORM = sky130hd
export DESIGN_NAME = m_connector
export DESIGN_NICKNAME = m_connector
export VERILOG_FILES = /design/flow/design.v
export SDC_FILE = /design/flow/constraint.sdc
export NUM_CORES = 4
export LEC_CHECK = 1
export CORE_AREA = 10 10 70 70
export DIE_AREA = 0 0 80 80
==> /design/flow/constraint.sdc <==
current_design m_connector

set clk_period 1.1
set clk_io_pct 0.2

create_clock -name clk0 -period $clk_period

set non_clock_inputs [all_inputs -no_clocks]
set_input_delay [expr $clk_period * $clk_io_pct] -clock clk0 $non_clock_inputs
set_output_delay [expr $clk_period * $clk_io_pct] -clock clk0 [all_outputs]
==> results.md <==
| Stage | Quantity | Reported |
|:---|:---|:---|
| timing | Setup tns final | -0.432 ns |
| outcome | Result of the run | finished, violations left |
| route | Final Routed Wirelength | 1930 um |
| yosys | Yosys warning total | 0 |
| floorplan | Core Box Area | 0.00342 sq mm |
| timing | Clock period minus final worst setup slack | 1.19 ns |
| cells and area | Sequential cell count of the final layout | 0 |
| power | Comb power frac | 100.0% |
| yosys | Yosys top cell by area | a222oi_1 |
| critical path | Critical path peak fanout | 1 |
| power | Psw | 74.4 uW |
| critical path | Critical path's largest stage delay | 0.37 ns |
| route | Number of antenna-violating nets in the routed design | 0 |
| power | Maximum VDD drop | 0.0365 mV |
| global routing | Largest net degree at the start of global routing | 10 |
| timing | Maximum achievable frequency | 837 MHz |
| floorplan | Placement row count | 21 |
| cells and area | Most frequent logic cell in the layout | buf_2 |
| critical path | Critical path arrival | 0.97 ns |
| yosys | Chip area line of the yosys report | 200 sq um |
| route | Count of vias placed by the detailed router | 486 |
| route | Drt first-iter violations | 45 |
| route | Average wire length per cell after detail routing | 14.5 um |
| critical path | Cell with the largest stage delay on the worst path | a222oi_1 |
| timing | Final setup violation count | 7 |
| power | Internal power of the cells | 163 uW |
| route | DRC Markers | 0 |
| global routing | Residual overflow from global routing | 0 |
| yosys | Area share, top type | 45.0% |
| timing | Endpoints failing hold | 0 |
| placement | GP Congestion | 0.856 |
| yosys | Combined area of all synthesized cells | 200 sq um |
| yosys | Gate count of the mapped netlist | 31 |
| global routing | First-pass GRT wire length | 2770 um |
| power | Switching Share | 31.3% |
| critical path | CP Capture Type | primary output |
| cells and area | Relative area change from synthesis to final layout | 281% |
| route | Ratio of routed vias to standard cells | 3.65 |
| global routing | Number of global-route vias before repair | 519 |
| placement | Post-detailed-placement half-perimeter wirelength | 1540 um |
| placement | Port Buffer Count | 51 |
| cells and area | Count of clock-net buffers in the final layout | 0 |
| critical path | Critical Path, Cell by Cell | clkdlybuf4s15_1, a222oi_1, o21ai_2, buf_2 |
| critical path | Worst setup path class | input port to primary output |
| power | Power density over the cells | 311 mW/mm^2 |
| yosys | Total cells reported by yosys after synthesis | 31 |
| power | Portion of total power attributed to the clock network | 0% |
| timing | Transition time of the tightest slew-check pin | 0.351 ns |
| floorplan | Core utilization at floorplan | 5.86% |
| critical path | Critical path startpoint category | input port |
| global routing | Global-route total usage across every layer | 5.31% |
| yosys | Post-synth seq share | 0% |
| timing | Smallest setup slack after layout | -0.0942 ns |
| yosys | Post-Syn Area per Cell | 6.46 sq um |
| timing | Final cycle utilization of the critical path | 109% |
| timing | RSZ-0062 raised after global routing | true |
| timing | Max-slew violations | 0 |
| min path | Worst hold path class | input port to primary output |
| job | Count of warning messages emitted by the tools | 34 |
| route | # diodes | 0 |
| global routing | Number of antenna violations at the first check in global routing | 0 |
| cells and area | Share of post-route cells with drive strength above 1 | 40.2% |
| yosys | Main area contributors after synthesis | a222oi_1 (45%), o21ai_1 (23%), inv_1 (17%) |
| power | Static leakage power | 0.358 nW |
| cells and area | Top Layout Cells | buf_2 (17), clkdlybuf4s15_1 (14), inv_1 (9), a222oi_1 (9), dlygate4sd2_1 (9) |
| route | DR pass1 iterations | 4 |
| floorplan | Die span in x | 80 um |
| power | Sum of internal, switching and leakage power | 237 uW |
| cells and area | Sequential cell area in the final layout | 0 sq um |
| timing | Worst rel slew slack | 76.6% |
| outcome | Violations in the final reports | negative setup slack |
| floorplan | Total I/O pin count | 51 |
| yosys | Distinct cell type count after synthesis | 6 |
| power | Sequential cell fraction of total power | 0% |
| floorplan | Height of the die | 80 um |
| job | Number of maximum-capacitance constraint violations | 0 |
| critical path | Required time of the critical path | 0.88 ns |
| floorplan | Total die area | 0.00640 sq mm |
[logic make-up (layout without fill, tap and decap cells)]
family	count (synthesis)	after routing	synth area share [%]
buffers and inverters	12	68	27.5
AOI/OAI and AO/OA	18	18	67.5
and+or+nand+nor	1	1	5.00
[Yosys cell counts]
cell type  instances
nor3_2             1
buf_2              2
o21ai_1            9
inv_1              9
buf_6              1
a222oi_1           9
[cell type report]
cell class                 instances  area (sq um)
fill                             381          2650
tap                               46          57.6
inverter                           9          33.8
timing repair buffer              59           505
multi-input combinational         19           166
[worst max-delay path: cells and delay by family]
kind	cells	cell delay [ns]
compound gates	2	0.46
buf+inv	2	0.30
[layer usage]
metal / vias to the layer above / global-route usage (%) / share of wire, %
met5: - / 0 / 0
met4: 0 / 0 / 0
met3: 0 / 1.82 / 12
met1: 214 / 6.34 / 36
met2: 30 / 9.47 / 52
li1: 242 / - / -
[path summary, 6_finish.rpt]
| check | end | slack, ns | start | depth (start not counted) |
|---|---|---|---|---|
| setup / recovery | d_dst[3] | -0.09 | d_src[19] | 4 |
| hold / removal | d_dst[7] | 0.74 | d_src[31] | 4 |
[power groups by stage]
stage         Combinational, mW  Clock (mW)  Sequential (mW)
CTS                       0.233           0                0
global route              0.261           0                0
finish                    0.237           0                0
[metrics by stage]
stage                     utilization (%)  hold slack (ns)  cells  worst slack [ns]  area [sq um]
after global routing                 22.3            0.786    133            -0.132           763
after detailed placement             22.5             1.35    128            -0.878           769
after CTS                            21.9            0.752    133           -0.0688           747
final                                22.3            0.744    133           -0.0942           763
after global placement               22.5             1.35    128            -0.865           769
after floorplan                         -            0.509     31             0.177           200
[repair_timing]
item | 4_1_cts | 5_1_grt
hold buffers | 0 | 0
cloned | 1 | 0
setup buffers | 4 | 0
pin swaps | 13 | 2
resized | 123 | 7
setup endpoints to repair | 9 | 9
Power and IR drop assume default switching activity.
