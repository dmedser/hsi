==> run.sh <==
#!/bin/bash
# OpenROAD 26Q1-2900-gdf79404cd8, Yosys 0.63+post, stock flow scripts
make -C /OpenROAD-flow-scripts/flow DESIGN_CONFIG=/design/flow/config.mk WORK_HOME=/design/flow/orfs finish
==> constraint.sdc <==
current_design crc_sender

set clk_period 1.8
set clk_io_pct 0.2

create_clock -name clk0 -period $clk_period [get_ports {cd_busy}]
create_clock -name clk1 -period $clk_period [get_ports {clk}]
create_clock -name clk2 -period $clk_period [get_ports {crc_rdy}]

set non_clock_inputs [all_inputs -no_clocks]
set_input_delay [expr $clk_period * $clk_io_pct] -clock clk0 $non_clock_inputs
set_output_delay [expr $clk_period * $clk_io_pct] -clock clk0 [all_outputs]
==> design.v <==
module crc_sender (
	input clk,
	input crc_tx_en,
	input [15:0] crc,
	input crc_rdy,
	input cd_busy,
	output q_rdy,
	output [7:0] q,
	output msg_end
);
reg [1:0] byte_cntr;
always@(posedge cd_busy or negedge crc_tx_en)
begin
	if(crc_tx_en == 0)
		byte_cntr = 0;
	else
		byte_cntr = byte_cntr + 1;	
end
reg[15:0] crc_reg;
always@(posedge crc_rdy)
begin
	crc_reg = crc;
end
wire [7:0] MASK_Q_CRC_H = (byte_cntr == 0) ? 8'hFF : 0;
wire [7:0] MASK_Q_CRC_L = (byte_cntr == 1) ? 8'hFF : 0;
assign q = MASK_Q_CRC_H & crc_reg[15:8] |
			  MASK_Q_CRC_L & crc_reg[7:0];
assign q_rdy = (~cd_busy) & crc_tx_en & ~msg_end;
wire ITS_LAST_BYTE = (byte_cntr == 2) & cd_busy;
reg tmp;
always@(posedge clk)
begin
	if(ITS_LAST_BYTE)
		tmp = 1;
	else
		tmp = 0;
end
assign msg_end = tmp & ~ITS_LAST_BYTE; 
endmodule 
==> config.mk <==
export PLATFORM = sky130hd
export DESIGN_NAME = crc_sender
export DESIGN_NICKNAME = crc_sender
export VERILOG_FILES = /design/flow/design.v
export SDC_FILE = /design/flow/constraint.sdc
export NUM_CORES = 4
export LEC_CHECK = 1
export CORE_AREA = 10 10 70 70
export DIE_AREA = 0 0 80 80
==> metrics.json <==
{
  "relative_slew_margins": {"value": 90.5, "unit": "%"},
  "cts.hold.buffers_added": {"value": 0},
  "critPathMaxStageDelay": {"value": 400, "unit": "ps"},
  "global_route.overflow_total": {"value": 0},
  "critPathTopFamily": {"value": "flip-flops"},
  "postRouteWirelength": {"value": 1450, "unit": "um"},
  "worst-endpoint-arrival": {"value": 1390, "unit": "ps"},
  "rr_worst_depth": {"value": 4},
  "critPathLaunch": {"value": "byte_cntr[0]"},
  "maxSlewViolCount": {"value": 0},
  "cellPowerDensity": {"value": 994, "unit": "nW/um^2"},
  "simple_gate_area_share": {"value": 2.51, "unit": "%"},
  "ys_dominant_reg_cell": {"value": "sky130_fd_sc_hd__dfxtp_1"},
  "outcome": {"value": "completed"},
  "yosys-stat-cells": {"value": 37},
  "antenna_found_initial": {"value": 0},
  "warnings": {"value": 34},
  "maxCapViolCount": {"value": 0},
  "sequential_element_share_of_the_synthesized_area": {"value": 71.1, "unit": "%"},
  "buffer_ports.inserted": {"value": 27},
  "synth_warnings": {"value": 1},
  "synth-edff-count": {"value": 0},
  "synth_dominant_cell_count": {"value": "sky130_fd_sc_hd__dfxtp_1"},
  "avgViaCountPerCell": {"value": 3.41},
  "grt_start_max_net_pins": {"value": 10},
  "yosys-top-cells-count": {"value": "17 x sky130_fd_sc_hd__dfxtp_1, 8 x sky130_fd_sc_hd__a22o_1, 3 x sky130_fd_sc_hd__ha_1"},
  "drc": {"value": 0},
  "finalHoldViolCount": {"value": 0},
  "synth-async-reset-ratio": {"value": 10.5, "unit": "%"},
  "synth_area": {"value": 549, "unit": "um^2"},
  "firstDrtPassIters": {"value": 3},
  "global_route_wire_length_before_repair": {"value": 2280, "unit": "um"},
  "ys_chip_area": {"value": 549, "unit": "um^2"},
  "timing.critical_path.from_type": {"value": "register"},
  "leakagePower": {"value": 0.000417, "unit": "uW"},
  "worstPathCellList": {"value": "ha_4 > buf_6 > a22o_1 > clkdlybuf4s15_1"},
  "timing.final.setup_violations": {"value": 0},
  "largest_register_ffs": {"value": 16},
  "drtIter0Drc": {"value": 9},
  "track_usage": {"value": 4.60, "unit": "%"},
  "timing.setup.critical_path_class": {"value": "register to output port"},
  "worst_pin_slew": {"value": 143, "unit": "ps"},
  "clk_pin_slew": {"value": 30, "unit": "ps"},
  "worst_ep_required_time": {"value": 1440, "unit": "ps"},
  "grt_setup_unrepaired": {"value": "no"},
  "gp_routability_congestion": {"value": 0.667},
  "yosys.area_share.aoi": {"value": 14.1, "unit": "%"},
  "mux_share": {"value": 0, "unit": "%"},
  "ys_seq_elements": {"value": 19},
  "antenna_left": {"value": 0},
  "r2r_slack": {"value": 460, "unit": "ps"},
  "placement_rows": {"value": 21},
  "top_cells_by_area": {"value": "sky130_fd_sc_hd__dfxtp_1 62%, sky130_fd_sc_hd__a22o_1 13%, sky130_fd_sc_hd__dfrtp_1 9.1%"},
  "area.growth.synth_to_final": {"value": 78.4, "unit": "%"},
  "post-dp-hpwl": {"value": 1130, "unit": "um"},
  "fill_cells": {"value": 363},
  "reg2reg_to": {"value": "tmp"},
  "post-synth-top-area-fraction": {"value": 62.0, "unit": "%"},
  "first_global_vias": {"value": 573},
  "postSynthCellCount": {"value": 37},
  "floorplanUtilization": {"value": 16.1, "unit": "%"},
  "finalNonFillerCells": {"value": 123},
  "die_w": {"value": 80, "unit": "um"},
  "xor_xnor_share": {"value": 0, "unit": "%"},
  "timing.setup.tns": {"value": 0, "unit": "ps"},
  "hold-worst-slack": {"value": 190, "unit": "ps"},
  "route.antenna.diode_count": {"value": 0},
  "io_pins": {"value": 30},
  "die_area": {"value": 6400, "unit": "um^2"},
  "min-delay-path-class": {"value": "primary input to async pin"},
  "worst_path_max_delay_cell": {"value": "sky130_fd_sc_hd__dfrtp_1"},
  "highest_net_fanout_along_the_worst_path": {"value": 5},
  "floorplan.core_area": {"value": 3420, "unit": "um^2"},
  "end_kind": {"value": "output port"},
  "synthAdderAreaFrac": {"value": 6.83, "unit": "%"},
  "avgRoutedWirePerCell": {"value": 11.8, "unit": "um"},
  "finClkSkew": {"value": 2.40, "unit": "ps"},
  "fraction_of_final_layout_cells_with_drive_strength_greater_than_1": {"value": 36.4, "unit": "%"},
  "ir_drop": {"value": 496, "unit": "uV"},
  "top_area_cell": {"value": "sky130_fd_sc_hd__dfxtp_1"},
  "die_height": {"value": 80, "unit": "um"},
  "worstReg2RegStart": {"value": "byte_cntr[0]"},
  "syn_area_per_cell": {"value": 14.8, "unit": "um^2"},
  "detailroute.via_count": {"value": 420},
  "placedCellCount": {"value": 112},
  "tritoncts_clock_tree": {"value": "built"},
  "yosys.cell_types.count": {"value": 9},
  "logic_family": {"value": "AND-OR/OR-AND gates"},
  "wp_buf_inv": {"value": 2}
}
==> layout by cell type, fill, tap and decap left out <==
cell type	n
sky130_fd_sc_hd__clkbuf_1	1
sky130_fd_sc_hd__clkbuf_4	9
sky130_fd_sc_hd__a21boi_1	1
sky130_fd_sc_hd__buf_4	2
sky130_fd_sc_hd__buf_6	2
sky130_fd_sc_hd__dfrtp_1	2
sky130_fd_sc_hd__a22o_1	8
sky130_fd_sc_hd__clkdlybuf4s15_1	2
sky130_fd_sc_hd__and2_1	1
sky130_fd_sc_hd__inv_2	2
sky130_fd_sc_hd__clkbuf_8	1
sky130_fd_sc_hd__ha_4	3
sky130_fd_sc_hd__clkbuf_2	5
sky130_fd_sc_hd__dfxtp_1	17
sky130_fd_sc_hd__clkdlybuf4s50_1	17
sky130_fd_sc_hd__nor3b_2	1
sky130_fd_sc_hd__buf_2	3
==> stage by stage <==
| step | worst slack [ps] | cell area (um^2) | utilization, % | power, uW |
|---|---|---|---|---|
| 2_1_floorplan | 430 | 549 | - | 465 |
| 3_3_place_gp | -92.8 | 897 | 26.3 | 544 |
| 3_5_place_dp | -92.8 | 897 | 26.3 | 544 |
| 4_1_cts | 11.7 | 1010 | 29.6 | 1040 |
| 5_1_grt | 6.05 | 980 | 28.7 | 1040 |
| 6_report | 50.9 | 980 | 28.7 | 974 |
==> kinds of logic after synthesis <==
kind of cell / count (synthesis)
AND-OR/OR-AND: 9
adder cells (fa/ha/maj): 3
buffers and inverters: 4
flip-flops: 19
AND/OR/NAND/NOR: 2
==> power by group <==
group / leakage, uW / internal [uW] / switching, uW
combinational: 0.000175 / 45.9 / 8.65
sequential: 0.000172 / 441 / 4.94
clock: 0.0000706 / 297 / 177
total: 0.000417 / 784 / 191
==> worst reg2reg max path: stages, from the launching register on <==
cell and delay (ps):
sky130_fd_sc_hd__dfrtp_1 390, sky130_fd_sc_hd__inv_2 70, sky130_fd_sc_hd__buf_4 150, sky130_fd_sc_hd__ha_4 150, sky130_fd_sc_hd__and2_1 130
==> metal layers <==
layer | share of wire (%) | vias up | global-route usage [%]
met5 | 0 | - | 0
met4 | 2.1 | 0 | 3.35
met3 | 9.2 | 5 | 3.18
met2 | 50 | 19 | 6.58
met1 | 39 | 189 | 4.63
li1 | - | 207 | -
==> how the worst max path moves through the flow <==
| stage | endpoint | slack (ps) | cells after the start |
|---|---|---|---|
| final | q[5] | 50 | 4 |
| after global routing | q[5] | 6 | 4 |
| after CTS | q[0] | 10 | 4 |
==> layout make-up <==
cell class	count	area, um^2	share of cell area [%]
flip-flops and latches	19	390	39.8
inverters	2	7.51	0.766
clock buffers	13	95.1	9.71
well taps	46	57.6	5.87
repair buffers	29	258	26.3
multi-input cells	14	171	17.5
==> what timing repair did <==
action | in CTS | in global routing
pin swaps | 10 | 4
resized | 34 | 5
cloned | 0 | 0
buffers inserted | 3 | 0
setup endpoints to repair | 11 | 6
No activity file was given, so power comes from the tool's default toggle rates.
