==> flow/design.v <==
module system_timer (
	input clk,
	input n_rst,
	input preset,
	inout [15:0] day,
	inout [26:0] ms_of_day,
	inout [9:0]  us_of_ms
);
assign day       = preset ? 16'hZZZZ : DAY_REG; 
assign ms_of_day = preset ? 27'bZZZZZZZZZZZZZZZZZZZZZZZZZZZ : MS_OF_DAY_REG;
assign us_of_ms  = preset ? 10'bZZZZZZZZZZ : US_OF_MS_REG;
us_tim US_TIM (
	.clk(clk),
	.n_rst(n_rst),
	.us_is_over(US_IS_OVER)
);
us_of_ms_tim US_OF_MS_TIM (
	.clk(clk),
	.n_rst(n_rst),
	.preset(preset),
	.us_of_ms_preset(us_of_ms),
	.us_of_ms_reg(US_OF_MS_REG),
	.us_is_over(US_IS_OVER),
	.ms_is_over(MS_IS_OVER)
);
ms_of_day_tim MS_OF_DAY_TIM (
	.clk(clk),
	.n_rst(n_rst),
	.preset(preset),
	.ms_of_day_preset(ms_of_day),
	.ms_of_day_reg(MS_OF_DAY_REG),
	.ms_is_over(MS_IS_OVER),
	.day_is_over(DAY_IS_OVER)
);
day_tim DAY_TIM (
	.clk(clk),
	.n_rst(n_rst),
	.preset(preset),
	.day_preset(day),
	.day_reg(DAY_REG),
	.day_is_over(DAY_IS_OVER)
);
wire US_IS_OVER,
	  MS_IS_OVER,
	  DAY_IS_OVER;
wire[15:0] DAY_REG;
wire[26:0] MS_OF_DAY_REG;
wire[9:0]  US_OF_MS_REG;
endmodule 
module us_tim (
	input clk,
	input n_rst,
	output reg us_is_over
);
reg [5:0] us_timer;
parameter TICKS_IN_1US_FOR_CLK_60M = 60 - 1;
always@(posedge clk or negedge n_rst)
begin
	if(n_rst == 0)
		us_is_over = 0;
	else
		us_is_over = (us_timer == (TICKS_IN_1US_FOR_CLK_60M - 1));
end
always@(posedge clk or negedge n_rst)
begin
	if(n_rst == 0)
		us_timer = 0;
	else if(us_is_over)
		us_timer = 0;
	else 
		us_timer = us_timer + 1;
end
endmodule 
module us_of_ms_tim (
	input  clk,
	input  n_rst,
	input  preset,
	input  [9:0] us_of_ms_preset,
	output reg[9:0] us_of_ms_reg,
	input  us_is_over,
	output reg ms_is_over
);
parameter US_IN_MS = 1000 - 1; 
always@(posedge clk or negedge n_rst)
begin
	if(n_rst == 0)
		ms_is_over = 0;
	else 
		ms_is_over = (us_of_ms_reg == (US_IN_MS - 1));
end
always@(posedge clk or negedge n_rst or posedge preset)
begin
	if(n_rst == 0)
		us_of_ms_reg = 0;
	else if(preset)
		us_of_ms_reg = us_of_ms_preset;
	else if(ms_is_over)
		us_of_ms_reg = 0;
	else if(us_is_over)
		us_of_ms_reg = us_of_ms_reg + 1;
end
endmodule 
module ms_of_day_tim (
	input clk,
	input n_rst,
	input preset,
	input [26:0] ms_of_day_preset,
	output reg [26:0] ms_of_day_reg,
	input ms_is_over,
	output reg day_is_over
);
parameter MS_IN_DAY = 86400000 - 1; 
always@(posedge clk or negedge n_rst)
begin
	if(n_rst == 0)
		day_is_over = 0;
	else 
		day_is_over = (ms_of_day_reg == (MS_IN_DAY - 1));
end
always@(posedge clk or negedge n_rst or posedge preset)
begin
	if(n_rst == 0)
		ms_of_day_reg = 0;
	else if(preset)
		ms_of_day_reg = ms_of_day_preset;
	else if(day_is_over)
		ms_of_day_reg = 0;
	else if(ms_is_over)
		ms_of_day_reg = ms_of_day_reg + 1;
end
endmodule 
module day_tim (
	input clk,
	input n_rst,
	input preset,
	input [15:0] day_preset,
	output reg [15:0] day_reg,
	input day_is_over
);
always@(posedge clk or negedge n_rst or posedge preset)
begin
	if(n_rst == 0)
		day_reg = 0;
	else if(preset)
		day_reg = day_preset;
	else if(day_is_over)
		day_reg = day_reg + 1;
end
endmodule
==> flow/run.sh <==
#!/bin/bash
# OpenROAD 26Q1-2900-gdf79404cd8, Yosys 0.63+post, stock flow scripts
make -C /OpenROAD-flow-scripts/flow DESIGN_CONFIG=/design/flow/config.mk WORK_HOME=/design/flow/orfs finish
==> flow/config.mk <==
export PLATFORM = sky130hd
export DESIGN_NAME = system_timer
export DESIGN_NICKNAME = system_timer
export VERILOG_FILES = /design/flow/design.v
export SDC_FILE = /design/flow/constraint.sdc
export NUM_CORES = 4
export LEC_CHECK = 1
export CORE_UTILIZATION = 30
==> flow/constraint.sdc <==
current_design system_timer

set clk_period 1.1
set clk_io_pct 0.2

create_clock -name clk0 -period $clk_period [get_ports {clk}]

set non_clock_inputs [all_inputs -no_clocks]
set_input_delay [expr $clk_period * $clk_io_pct] -clock clk0 $non_clock_inputs
set_output_delay [expr $clk_period * $clk_io_pct] -clock clk0 [all_outputs]
==> metrics.yaml <==
status: "stopped before the end"
haltStage: "4_1_cts"
error_line: "[error] [KeplerFormal.cpp:679] Workflow failed: Iso has multiple drivers: .ms_of_day15, ms_of_day[15]$_DFFSRE_PPPP_.Q0"
place_ws_ns: -0.726
hpwl_um: 7480
netlist_instances: 467
cts.sinks: 62
fp-utilization: 0.306
die_h_um: 121
numCtsBuffers: 9
root_buffer: "clkbuf_16"
largest_area_cell: "dfbbp_1"
ys_seq_share: 0.461
edf_count: 0
ys_types: 38
clockBufferDepth: 2
cts_setup_buffers: 33
top_area_frac: 0.407
io_buffers: 2
ys.flops: 62
row_count: 43
yosysWarnings: 16
yosysCellCount: 467
ys_chip_area_um2: 4230
syn_area_um2: 4230
synth_top_flop_cell: "dfbbp_1"
async_flop_share: 1.00
chipWidth_um: 121
avgSynthCellArea_um2: 9.05
hold_buffers: 19
cts_max_level: 3
place_congestion: 0.874
ioPinCount: 56
area_leaders: "dfbbp_1 41%, a21boi_0 9.4%, xnor2_1 7.0%"
ctsResizeCount: 114
place_area_um2: 5270
-- cell families after synthesis --
logic type,synth area share
simple gates,0.218
compound gates,0.144
buf+inv,0.0793
flops,0.460
xor+xnor,0.0746
fa+ha+maj,0.0207
mux,0.00266
-- through the flow --
step,hold WS (ns),utilization,cells
after detailed placement,0.166,0.381,722
after global placement,0.181,0.381,722
after floorplan,-0.0756,-,467
-- Yosys cell counts, drive strengths merged, types with 2 or more instances --
library cell,n
nand2,73
inv,54
a21boi,53
dfbbp,53
xnor2,34
nor2,33
clkbuf,22
nand4,20
nand3,16
a21oi,15
o21ai,10
or4,10
buf,9
dfrtp,9
or3,9
nor4,8
ha,7
o31ai,7
nor3,5
and3,4
and2,3
and4,3
a211oi,2
xor2,2
